**flow/constraint.sdc**
```tcl
current_design Top_UART_Rx

set clk_period 3.9
set clk_io_pct 0.2

create_clock -name clk0 -period $clk_period [get_ports {i_clk}]

set non_clock_inputs [all_inputs -no_clocks]
set_input_delay [expr $clk_period * $clk_io_pct] -clock clk0 $non_clock_inputs
set_output_delay [expr $clk_period * $clk_io_pct] -clock clk0 [all_outputs]
```
**flow/config.mk**
```make
export PLATFORM = sky130hd
export DESIGN_NAME = Top_UART_Rx
export DESIGN_NICKNAME = Top_UART_Rx
export VERILOG_FILES = /design/flow/design.v
export SDC_FILE = /design/flow/constraint.sdc
export NUM_CORES = 4
export LEC_CHECK = 1
export CORE_UTILIZATION = 40
```
**flow/design.v**
```verilog
`timescale 1ns / 1ps
module Top_UART_Rx(
input i_clk ,  
input i_Rx_serial ,  
output o_RX_DV ,  
output [8-1:0] o_RX,  
input i_TX_valid ,
input [8-1:0] data_TX ,  
output o_TX_Serial ,  
output o_TX_active ,  
output o_TX  
);
UART_TX Transmitter(
.i_clk(i_clk) ,
.i_TX_valid(i_TX_valid) ,
.i_TX_DATA(data_TX) ,  
.o_TX_Serial(o_TX_Serial) ,  
.o_TX_active(o_TX_active) ,  
.o_TX(o_TX)  
);
parameter IDLE = 3'b000;
parameter RX_START_BIT = 3'b001;
parameter RX_DATA_BITS = 3'b010;
parameter RX_STOP_BIT = 3'b011;
parameter CLEAN_BITS = 3'b100;
reg[10-1:0] clk_count = 0 ;  
reg[3-1:0] rx_cnt = 0;  
reg[8-1:0] rx_BYTE = 0 ;  
reg [3-1:0] p_STATE = 0;  
reg o_RX_byte = 0;  
always @(posedge i_clk)
begin
case (p_STATE)
IDLE :
begin
rx_cnt <= 0;
o_RX_byte <= 0;
clk_count <= 0;
if (i_Rx_serial==1'b0)
p_STATE <= RX_START_BIT ;  
else
p_STATE <= IDLE ;
end
RX_START_BIT :
begin
if (clk_count == (868-1)/2)
begin
if (i_Rx_serial == 1'b0)
begin
p_STATE <= RX_DATA_BITS ;
clk_count <= 0;
end
else
p_STATE <= IDLE ;
end
else
begin
clk_count <= clk_count + 1;
p_STATE <= RX_START_BIT;
end
end
RX_DATA_BITS :
begin
if (clk_count < 868-1)
begin
clk_count <= clk_count + 1;
p_STATE <= RX_DATA_BITS;
end
else
begin
clk_count <= 0;
rx_BYTE [rx_cnt] <= i_Rx_serial ;  
if (rx_cnt<7)
begin
rx_cnt <= rx_cnt + 1 ;
p_STATE <= RX_DATA_BITS ;
end
else
begin
rx_cnt <= 0;
p_STATE <= RX_STOP_BIT;
end
end
end
RX_STOP_BIT :
begin
if (clk_count < 868-1)
begin
clk_count <= clk_count + 1;
p_STATE <= RX_STOP_BIT ;
end
else
begin
o_RX_byte <= 1'b1 ;
clk_count <= 0;
p_STATE <= CLEAN_BITS ;
end
end
CLEAN_BITS : begin
p_STATE <= IDLE ;
o_RX_byte <= 1'b0;
end
default: p_STATE <= IDLE ;
endcase
end
assign o_RX = rx_BYTE ;
assign o_RX_DV = o_RX_byte ;
endmodule
`timescale 1ns / 1ps
module UART_TX(
input i_clk ,
input i_TX_valid ,
input [8-1:0] i_TX_DATA ,  
output reg o_TX_Serial ,  
output o_TX_active ,  
output o_TX  
);
parameter IDLE = 3'b000;
parameter TX_START_BIT = 3'b001;
parameter TX_DATA_BITS = 3'b010;
parameter TX_STOP_BIT = 3'b011;
parameter CLEAN_BITS_TX = 3'b100;
reg[10-1:0] clk_count_TX = 0 ;  
reg[3-1:0] tx_cnt = 0;  
reg[8-1:0] tx_BYTE = 0 ;  
reg [2:0] p_STATE = 0;  
reg o_TX_byte = 0;  
reg TX_Active = 0;  
assign o_TX = o_TX_byte ;  
assign o_TX_active = TX_Active ;
always @(posedge i_clk)
begin
case (p_STATE)
IDLE :
begin
tx_cnt <= 0;  
clk_count_TX <= 0;
o_TX_Serial <=1;  
o_TX_byte <= 0;  
if (i_TX_valid == 1'b1)
begin
p_STATE <= TX_START_BIT ;  
TX_Active <= 1'b1 ;  
o_TX_Serial <= 0;  
tx_BYTE <= i_TX_DATA ;  
end
else
p_STATE <= IDLE ;
end
TX_START_BIT :
begin
o_TX_Serial <= 1'b0;
if ( clk_count_TX < 868-1)
begin
clk_count_TX <= clk_count_TX + 1'b1 ;
p_STATE <= TX_START_BIT ;
end
else
begin
p_STATE <= TX_DATA_BITS ;
clk_count_TX <= 0;
end
end
TX_DATA_BITS : begin
o_TX_Serial <= tx_BYTE[tx_cnt];  
if (clk_count_TX < 868-1)
begin
clk_count_TX <= clk_count_TX + 1'b1 ;
p_STATE <= TX_DATA_BITS ;
end
else
begin
clk_count_TX <= 0;
if (tx_cnt <7)
begin
tx_cnt <= tx_cnt + 1'b1 ;
p_STATE <= TX_DATA_BITS ;
end
else
begin
tx_cnt <= 0;
p_STATE <= TX_STOP_BIT ;
end
end
end
TX_STOP_BIT : begin
o_TX_Serial <= 1'b1;  
if (clk_count_TX < 868-1)
begin
clk_count_TX <= clk_count_TX + 1'b1 ;
p_STATE <= TX_STOP_BIT ;
end
else
begin
clk_count_TX <= 0;
o_TX_byte <= 1'b1;  
TX_Active <= 1'b0 ;  
p_STATE <= CLEAN_BITS_TX ;
end
end
CLEAN_BITS_TX : begin
o_TX_byte <= 1'b1;
p_STATE <= IDLE ;
end
default : begin
p_STATE <= IDLE ;
end
endcase
end
endmodule
```
**flow/run.sh**
```bash
#!/bin/bash
# OpenROAD 26Q1-2900-gdf79404cd8, Yosys 0.63+post, stock flow scripts
make -C /OpenROAD-flow-scripts/flow DESIGN_CONFIG=/design/flow/config.mk WORK_HOME=/design/flow/orfs finish
```
==> out/qor.yml <==
status:
  outcome: "complete, no violations"
worst_setup_path:
  timing.setup.critical_path_class: "reg -> reg"
  critical_path_arrival_ps: 2200
  setup.worst_path.end_class: "flop"
  critical_path.max_fanout: 8
  critical_path_required_ps: 3960
  startpoint_type: "flop"
synthesis:
  syn-mean-instance-area_um2: 11.35
  yosys_cells: 232
  synth.cellmix.adderShare: 0.03802
  post_synth_num_cell_types: 43
  yosys.area.top_type_share: 0.5247
  topCombFamilyByArea: "simple AND/OR/NAND/NOR gates"
  biggest_area_contributors_in_the_synthesized_netlist: "sky130_fd_sc_hd__edfxtp_1, sky130_fd_sc_hd__dfxtp_1, sky130_fd_sc_hd__nor2_1"
  share_of_synthesized_area_occupied_by_flip_flops_and_latches: 0.5703
  synth.largest_area_cell: "sky130_fd_sc_hd__edfxtp_1"
  yosys_warnings: 2
  synthCells: 232
  syn_area_um2: 2633
  synth_flop_count: 52
  synthXorXnorAreaFrac: 0.06321
  yosys_area_um2: 2633
  synth.cellmix.compoundShare: 0.08365
  post_synth_and_or_nand_nor_area_fraction: 0.1991
  most_used_dff_post_synth: "sky130_fd_sc_hd__edfxtp_1"
  mux_area_frac: 0.02044
  async_flop_share: 0
  enable_flop_cells: 46
clock_network:
  ctsRootBufferMaster: "sky130_fd_sc_hd__clkbuf_8"
  cts_max_level: 2
  cts-buffers-inserted: 5
  cts_hold_buf: 0
  worst_setup_hold_path_clk_slew_ps: 100
  clock_sink_count: 52
  cts.repair_timing.setup_buffer_count: 0
  post_cts.resized_instances: 0
  tritoncts: "done"
  cts.path.max_buffers: 2
  worstSkewPairLatency_ps: 310
final_layout:
  logic_area_um2: 1065
  final_cell_area_um2: 3054
  area_growth_pct: 16.02
  layout.area.seq_um2: 1501
  proportion_of_layout_cells_with_a_drive_suffix_above_1: 0.08527
  fillerInstances: 555
place:
  placed_area_um2: 2939
  count_of_buffers_from_port_buffering: 22
  detailedPlacementHpwl_mm: 3.071
  place_congestion: 0.7972
job:
  number_of_logged_tool_warnings: 29
  timing.max_cap.violations: 0
min_path:
  timing.hold.worst.class: "reg -> reg"
power:
  fin_total_pwr_w: 0.001186
  p_leak_nw: 1.080
  power-per-cell-area_nw_per_um2: 388.3
  vdd_drop_max_v: 0.0002385
global_routing:
  globalRouteOverflowTotal: 0
  antenna_found_initial: 0
  grt_max_degree: 18
  number_of_global_route_vias_before_repair: 1642
  grt_first_pass_wirelength_mm: 7.452
  total_track_usage: 0.1383
final_timing:
  timing.slew.headroom: 0.5077
  final_period_minus_worst_setup_slack_ps: 2137
  setup_repair_after_global_routing_missed_its_margin: "false"
  finalHoldViolCount: 0
  clock-skew-final_ps: 10.79
  timing.final.crit_share: 0.5480
  final_setup_violations: 0
  timing_max_transition_violations_final: 0
  max_clock_freq_mhz: 467.9
  tightestPinTransition_ps: 735.7
  final.setup.tns_ps: 0
detailed_routing:
  detail_route.vias_per_cell: 5.128
  dr.pass1.iters: 4
  diodes: 0
  detail_route.wl_per_cell_um: 12.64
  remaining_drc_errors: 0
  first_iter_violations: 73
  route.final.wire_length_mm: 4.235
  antenna_violating_nets_post_route: 0
  via_count: 1718
floorplanning:
  die_width_um: 83.13
  floorplan.core_area_um2: 6350
  height_of_the_chip_um: 83.13
  initial_utilization: 0.4146
  row_count: 29
  num_io_pins: 23
  die_area_um2: 6910
## sequential cells by signal, summed over array words and instances (netlist names)
| register | flops |
|---|---|
| Transmitter.tx_BYTE | 8 |
| o_RX_byte | 1 |
| Transmitter.tx_cnt | 3 |
| rx_BYTE | 8 |
| Transmitter.o_TX_Serial | 1 |
| Transmitter.TX_Active | 1 |
| p_STATE | 3 |
| Transmitter.p_STATE | 3 |
| rx_cnt | 3 |
| clk_count | 10 |
| Transmitter.o_TX_byte | 1 |
| Transmitter.clk_count_TX | 10 |
## final timing paths
path | startpoint | endpoint | slack, ps | depth (start not counted)
max | clk_count[0] | rx_BYTE[5] | 1760 | 5
min | p_STATE[2] | p_STATE[1] | 530 | 1
min reg2reg | p_STATE[2] | p_STATE[1] | 530 | 1
max reg2reg | clk_count[0] | rx_BYTE[5] | 1760 | 5
## cell type report
cell class,instances,share of cell area
flip-flops and latches,52,0.4916
multi-input cells,163,0.3486
repair buffers,24,0.07702
well taps,77,0.03154
clock buffers,5,0.02253
clock inverters,3,0.01516
inverters,11,0.01352
## stage by stage
stage,hold slack [ps],utilization,instances,setup slack (ps)
2_1_floorplan,467.2,-,232,1886
3_3_place_gp,520.0,0.4629,327,1452
3_5_place_dp,517.3,0.4629,327,1451
4_1_cts,542.0,0.4810,335,1751
5_1_grt,603.7,0.4810,335,1567
6_report,534.9,0.4810,335,1763
## routing by layer
layer  global-route usage  wire length (µm)
met1               0.2342              2100
met2               0.2019              1927
met3              0.03532               158
met4              0.01254                50
met5                    0                 0
## cells in the mapped netlist (3+ instances only)
cell,number
sky130_fd_sc_hd__nor2_1,30
sky130_fd_sc_hd__clkbuf_1,4
sky130_fd_sc_hd__and3_1,5
sky130_fd_sc_hd__xnor2_1,10
sky130_fd_sc_hd__nand3_1,16
sky130_fd_sc_hd__nor4_1,4
sky130_fd_sc_hd__ha_1,8
sky130_fd_sc_hd__nor3_1,8
sky130_fd_sc_hd__inv_1,11
sky130_fd_sc_hd__a211oi_1,3
sky130_fd_sc_hd__edfxtp_1,46
sky130_fd_sc_hd__nand2_1,18
sky130_fd_sc_hd__o21ai_0,13
sky130_fd_sc_hd__nand2b_1,5
sky130_fd_sc_hd__dfxtp_1,6
sky130_fd_sc_hd__nand4_1,4
sky130_fd_sc_hd__xor2_1,9
## placed cells by master, fill, tap and decap left out, types with 5 or more instances in the layout
cell and instances:
sky130_fd_sc_hd__and3_1 5, sky130_fd_sc_hd__clkdlybuf4s50_1 22, sky130_fd_sc_hd__ha_1 8, sky130_fd_sc_hd__dfxtp_1 6, sky130_fd_sc_hd__nor2_1 30, sky130_fd_sc_hd__nand2b_1 5
sky130_fd_sc_hd__o21ai_0 13, sky130_fd_sc_hd__nand3_1 16, sky130_fd_sc_hd__nand2_1 18, sky130_fd_sc_hd__edfxtp_1 46, sky130_fd_sc_hd__clkbuf_8 5, sky130_fd_sc_hd__xor2_1 9
sky130_fd_sc_hd__nor3_1 8, sky130_fd_sc_hd__inv_1 11, sky130_fd_sc_hd__xnor2_1 10
## where the power goes
group / total (W) / leakage [nW] / switching [W] / internal [W]
Sequential: 0.000680 / 0.498 / 0.0000426 / 0.000637
Combinational: 0.000130 / 0.527 / 0.0000654 / 0.0000647
Clock: 0.000376 / 0.0548 / 0.000183 / 0.000193
Total: 0.00119 / 1.08 / 0.000291 / 0.000895
## logic make-up (layout without fill, tap and decap cells)
family,after synthesis,in the layout
AND-OR/OR-AND,28,28
XOR/XNOR,19,19
adder cells (fa/ha/maj),8,8
buffers and inverters,17,43
flip-flops,52,52
multiplexers,4,4
AND/OR/NAND/NOR,104,104
## worst max-delay path: stages (launching register included)
cell and delay [ps]:
sky130_fd_sc_hd__edfxtp_1 490, sky130_fd_sc_hd__ha_1 310, sky130_fd_sc_hd__or4_4 510, sky130_fd_sc_hd__o2111ai_4 320, sky130_fd_sc_hd__nor3_1 90, sky130_fd_sc_hd__buf_4 180
Power is estimated from default activity; no workload was simulated.
